<file path="design.v">
module div_frequencia (input wire clk, output reg clock = 0);
	reg [31:0] cont = 0;
	always @ (posedge clk)
	begin
		cont = cont + 1;
		if(cont == 50000000)
		begin
			clock = ~clock;
			cont = 0;
		end
	end
endmodule
</file>
<file path="constraint.sdc">
current_design div_frequencia

set clk_period 10.9
set clk_io_pct 0.2

create_clock -name clk0 -period $clk_period [get_ports {clk}]

set non_clock_inputs [all_inputs -no_clocks]
set_input_delay [expr $clk_period * $clk_io_pct] -clock clk0 $non_clock_inputs
set_output_delay [expr $clk_period * $clk_io_pct] -clock clk0 [all_outputs]
</file>
<file path="config.mk">
export PLATFORM = sky130hd
export DESIGN_NAME = div_frequencia
export DESIGN_NICKNAME = div_frequencia
export VERILOG_FILES = /design/flow/design.v
export SDC_FILE = /design/flow/constraint.sdc
export NUM_CORES = 4
export LEC_CHECK = 1
export CORE_AREA = 10 10 109 109
export DIE_AREA = 0 0 119 119
</file>
<file path="run.sh">
#!/bin/bash
# OpenROAD 26Q1-2900-gdf79404cd8, Yosys 0.63+post, stock flow scripts
make -C /OpenROAD-flow-scripts/flow DESIGN_CONFIG=/design/flow/config.mk WORK_HOME=/design/flow/orfs finish
</file>
==> run_results.csv <==
group,metric,value,unit
drt,drc_errors,0,
global_routing,antenna_found_initial,0,
drt,drt-initial-drc-count,57,
final_timing,slew_headroom,61.8,%
critical_path,required,8.72,ns
placed_design,numPortBuffers,1,
critical_path,crit_type,"reg -> out",
final_timing,fmax,0.306,GHz
global_routing,grt_usage,5.11,%
floorplanning,fp_util,18.3,%
cts,clkSinkCount,33,
final_layout,final_util,20.3,%
floorplanning,io_pins,2,
logic_synthesis,async_reset_ff_share,0,%
drt,firstDrtPassIters,4,
logic_synthesis,netlist_area,0.00176,mm2
final_layout,drive_above_1_share,8.59,%
global_routing,overflow,0,
logic_synthesis,ys_cells,201,
cts,clock_path_buffers,2,
logic_synthesis,edf_count,1,
final_timing,setup_violations,0,
critical_path,crit_fanout,2,
final_timing,slew_violations,0,
floorplanning,die_y,119,um
final_timing,rsz0062_at_grt,"false",
critical_path,slowest_delay,0.46,ns
cts,tritoncts,"built",
drt,routed-via-count,1368,
logic_synthesis,top_cell_area_share,36.3,%
floorplanning,chipArea,0.0142,mm2
critical_path,worstPathCellList,"clkdlybuf4s50_1",
critical_path,crit_path_start_kind,"flip-flop",
logic_synthesis,synth-main-ff-cell,"dfxtp_1",
cts,clkTransAtPathRegs,0.07,ns
final_timing,tightest_slew,0.572,ns
logic_synthesis,yosysWarnings,1,
final_timing,hold_viol,0,
pwr,peakVddDrop,49.7,uV
flow_run,warnings,25,
placed_design,gp_congestion,0.917,
floorplanning,dieWidth,119,um
flow_run,maxCapViolations,0,
final_timing,hold_slack,0.444,ns
final_layout,syn_to_final_growth,11.0,%
final_layout,fill_cells,1084,
cts,root_buffer,"clkbuf_8",
cts,cts.htree.levels,2,
pwr,powerDensity,109,mW/mm2
placed_design,dp_hpwl,2.57,mm
min_path,hp-class,"reg -> reg",
drt,via_per_inst,4.13,
critical_path,cp.arrival,1.09,ns
final_timing,fin_crit_sh,30.0,%
final_timing,skew,0.00888,ns
final_timing,fin_tns_setup,0,ns
cts,clkLatencyLatePin,0.28,ns
final_timing,finalCriticalPeriod,3.27,ns
global_routing,grt_pass1_vias,1273,
cts,cts.hold.buffers_added,0,
floorplanning,core_area,0.00964,mm2
cts,cts_buffers,5,
floorplanning,rows,36,
critical_path,critPathSlowestCell,"clkdlybuf4s50_1",
global_routing,grt_max_degree,16,
cts,ctsResizeCount,0,
critical_path,path_delay_family,"buffers and inverters",
pwr,p_leak,0.636,nW
logic_synthesis,postSynthSeqShare,38.0,%
critical_path,worst-path-buf-inv,1,
critical_path,setup.worst_path.end_class,"primary output",
outcome,outcome,"complete, no violations",
global_routing,grt_pass1_wl,6.24,mm
drt,wl_per_cell,10.6,um
drt,antenna_cells,0,
logic_synthesis,synth.distinct_cells,43,
logic_synthesis,ys.flops,33,
logic_synthesis,syn_inst,201,
logic_synthesis,avgSynthCellArea,8.78,um2
logic_synthesis,synth_top_cell_by_area,"dfxtp_1",
drt,antenna_left,0,
logic_synthesis,synthTopCellsByArea,"dfxtp_1, xnor2_1, xor2_1, nor2_1, nand2_1",
cts,post_cts_buffers,0,
logic_synthesis,synth_chip_area,0.00176,mm2
drt,routed_wl,3.50,mm
## registers in the layout, summed over array words and instances, names as in the netlist
register	cells
clock	1
cont	32
## layer usage
layer / vias to the layer above / share of wire [%] / global-route usage, %
met2: 22 / 42 / 7.54
met5: - / 0 / 0
li1: 699 / - / -
met4: 0 / 1.4 / 0.611
met1: 640 / 51 / 7.56
met3: 7 / 4.9 / 1.29
## synthesized netlist by cell type, types with 3 or more instances
library cell and n:
xnor2_1 19, nand2_1 20, xor2_1 12, dfxtp_1 32
or4_1 4, and3_1 4, nor4_1 4, inv_1 6
o21ai_0 3, nand4_1 11, and4_1 6, nand3_1 11
buf_2 5, nor2_1 24, nor3_1 3
## where the power goes
group,leakage [nW],switching [W],total (W),internal [W]
sequential,0.269,0,0.000121,0.000121
combinational,0.321,0,0.000000000321,0
clock,0.0455,0.0000416,0.0000930,0.0000514
total,0.636,0.0000416,0.000214,0.000173
## placed cells by master, fill, tap and decap left out, types with 2 or more instances in the layout
cell and count:
and4_1 6, clkbuf_8 6, nand3_1 11, or3_1 2, mux2i_1 2, xnor2_1 19, nand2_1 20, nand4_1 11
nor3_1 3, inv_1 6, nor2_1 24, nor4_1 4, dfxtp_1 32, or4_1 4, nor4b_1 2, nor3_2 2
and2_1 2, and3_1 4, xor2_1 12, o21ai_0 3, nor2b_1 2, clkbuf_1 2
## through the flow
step | instance area (um2) | instances | setup slack, ns | power (W)
detailed placement | 1870 | 323 | 7.63 | 0.000124
global route | 1960 | 331 | 7.39 | 0.000224
finish | 1960 | 331 | 7.63 | 0.000214
global placement | 1870 | 323 | 7.65 | 0.000124
floorplan | 1760 | 201 | 8.16 | 0.000124
CTS | 1960 | 331 | 7.61 | 0.000218
## final cells by class
cell class | count | area (um2) | area share, %
Multi-Input combinational cell | 150 | 998 | 51.0
Sequential cell | 33 | 671 | 34.2
Tap cell | 133 | 166 | 8.50
Clock buffer | 8 | 90.1 | 4.60
Inverter | 6 | 22.5 | 1.15
Timing Repair Buffer | 1 | 10.0 | 0.511
## worst register-to-register path: cells and delay by family, from the launching register on
kind / cells / cell delay, ns
fa+ha+maj: 1 / 0.32
flops: 1 / 0.40
simple gates: 4 / 1.69
mux: 2 / 0.50
## path summary, 6_finish.rpt
path	from	to	slack [ns]	cells past startpoint
worst max-delay path	clock$_DFFE_PN_	clock	7.63	1
worst min-delay path	cont[31]$_SDFF_PN0_	cont[31]$_SDFF_PN0_	0.44	1
worst max register to register	cont[0]$_SDFF_PN0_	clock$_DFFE_PN_	7.64	7
worst min register to register	cont[31]$_SDFF_PN0_	cont[31]$_SDFF_PN0_	0.44	1
## logic make-up (layout without fill, tap and decap cells)
group	Yosys count	in the layout	share of synthesized area, %
flops	33	33	38.0
compound gates	9	9	3.83
buf+inv	18	15	5.39
fa+ha+maj	1	1	0.709
mux	3	3	1.77
xor+xnor	31	31	15.4
simple gates	106	106	34.9
Power figures rest on the tool's default switching activity, not on a simulated workload.
